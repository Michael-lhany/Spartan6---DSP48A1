$ cat /design/flow/design.v
module DSP(A,B,C,D,CARRYIN,M,P,CARRYOUT,CARRYOUTF,CLK,OPMODE,CEA,CEB,CEC,CED,CEM,CEOPMODE,CECARRYIN,CEP,RSTA,RSTB,RSTC,RSTD,RSTM,RSTOPMODE,RSTP,RSTCARRYIN,BCIN,BCOUT,PCIN,PCOUT);
input [17:0] A,B,D,BCIN;
input [47:0] C,PCIN;
input CEA,CEB,CEC,CED,CEM,CEOPMODE,CEP,RSTA,RSTB,RSTC,RSTD,RSTM,RSTOPMODE,RSTP,RSTCARRYIN,CARRYIN,CLK,CECARRYIN;
input [7:0] OPMODE;
output CARRYOUT,CARRYOUTF;
output [17:0] BCOUT;
output [35:0] M;
output [47:0] P, PCOUT;
parameter A0REG=0, A1REG=1, B0REG=0, B1REG=1, CREG=1, DREG=1,
		  MREG=1, PREG=1, CARRYINREG=1, CARRYOUTREG=1, OPMODEREG=1,
		  CARRYINSEL="OPMODE5",B_INPUT="DIRECT",RSSTYPE="SYNC";
wire CYI_in,CYI_out,CYO_in,CYO_out;
wire [17:0] B0_in,A0_out,B0_out,D_out,Pre_adder_out,A1_out,B1_in,B1_out;
wire [47:0] C_out,D_A_B_conc,P_out,post_adder_out;
wire [7:0] OPMODE_out;
wire [35:0] Mul_out,M_out;
reg [47:0] Mux_X_out,Mux_Z_out;
Mux_register #(.No_of_bits(18),.RSTTYPE(RSSTYPE),.sel_en_reg(A0REG)) A0_reg(.Input(A),.Output(A0_out),.clk(CLK),.EN(CEA),.rst(RSTA));
assign B0_in = (B_INPUT=="DIRECT")?B:(B_INPUT=="CASCADE")?BCIN:0;
Mux_register #(.No_of_bits(18),.RSTTYPE(RSSTYPE),.sel_en_reg(B0REG)) B0_reg(.Input(B0_in),.Output(B0_out),.clk(CLK),.EN(CEB),.rst(RSTB));
Mux_register #(.No_of_bits(18),.RSTTYPE(RSSTYPE),.sel_en_reg(DREG)) D0_reg(.Input(D),.Output(D_out),.clk(CLK),.EN(CED),.rst(RSTD));
Mux_register #(.No_of_bits(48),.RSTTYPE(RSSTYPE),.sel_en_reg(CREG)) C0_reg(.Input(C),.Output(C_out),.clk(CLK),.EN(CEC),.rst(RSTC));
Mux_register #(.No_of_bits(8),.RSTTYPE(RSSTYPE),.sel_en_reg(OPMODEREG)) OP_reg(.Input(OPMODE),.Output(OPMODE_out),.clk(CLK),.EN(CEOPMODE),.rst(RSTOPMODE));
assign Pre_adder_out = OPMODE_out[6]?(D_out+B0_out):(D_out-B0_out);
Mux_register #(.No_of_bits(18),.RSTTYPE(RSSTYPE),.sel_en_reg(A1REG)) A1_reg(.Input(A0_out),.Output(A1_out),.clk(CLK),.EN(CEA),.rst(RSTA));
assign B1_in = OPMODE_out[4]?Pre_adder_out:B0_out;
Mux_register #(.No_of_bits(18),.RSTTYPE(RSSTYPE),.sel_en_reg(B1REG)) B1_reg(.Input(B1_in),.Output(B1_out),.clk(CLK),.EN(CEB),.rst(RSTB));
assign BCOUT = B1_out;
assign Mul_out = B1_out*A1_out;
Mux_register #(.No_of_bits(36),.RSTTYPE(RSSTYPE),.sel_en_reg(MREG)) M_reg(.Input(Mul_out),.Output(M_out),.clk(CLK),.EN(CEM),.rst(RSTM));
assign M = M_out;
assign CYI_in = (CARRYINSEL=="OPMODE5")?OPMODE_out[5]:(CARRYINSEL=="CARRYIN")?CARRYIN:0;
Mux_register #(.No_of_bits(1),.RSTTYPE(RSSTYPE),.sel_en_reg(CARRYINREG)) CYI_reg(.Input(CYI_in),.Output(CYI_out),.clk(CLK),.EN(CECARRYIN),.rst(RSTCARRYIN));
assign D_A_B_conc ={D_out[11:0],A0_out,B0_out};
always @(*) begin
	case(OPMODE_out[1:0])
		0:Mux_X_out=0;
		1:Mux_X_out=M_out;
		2:Mux_X_out=P_out;
		default:Mux_X_out=D_A_B_conc;
	endcase
end
always @(*) begin
	case(OPMODE_out[3:2])
		0:Mux_Z_out=0;
		1:Mux_Z_out=PCIN;
		2:Mux_Z_out=P_out;
		default:Mux_Z_out=C_out;
	endcase
end
assign {CYO_in,post_adder_out}=OPMODE_out[7]?(Mux_Z_out-(Mux_X_out+CYI_out)):(Mux_Z_out+Mux_X_out+CYI_out);
Mux_register #(.No_of_bits(1),.RSTTYPE(RSSTYPE),.sel_en_reg(CARRYOUTREG)) CYO_reg(.Input(CYO_in),.Output(CYO_out),.clk(CLK),.EN(CECARRYIN),.rst(RSTCARRYIN));
assign CARRYOUT=CYO_out;
assign CARRYOUTF=CYO_out;
Mux_register #(.No_of_bits(48),.RSTTYPE(RSSTYPE),.sel_en_reg(PREG)) P_reg(.Input(post_adder_out),.Output(P_out),.clk(CLK),.EN(CEP),.rst(RSTP));
assign P = P_out;
assign PCOUT = P_out;
endmodule
module Mux_register(Input,Output,clk,EN,rst);
parameter No_of_bits=5, RSTTYPE="SYNC", sel_en_reg=1;
input [No_of_bits-1:0] Input;
output [No_of_bits-1:0] Output;
input clk, EN, rst;
reg [No_of_bits-1:0] Temp;
generate
if (RSTTYPE=="ASYNC") begin
	always @(posedge clk or posedge rst) begin
		if (rst) begin
			Temp<=0;
		end
		else if (EN) begin
			Temp<=Input;
		end
	end
end 
else begin
	always @(posedge clk) begin
		if (rst) begin
			Temp<=0;
		end
		else if (EN) begin
			Temp<=Input;
		end
	end
end
endgenerate
assign Output=sel_en_reg?Temp:Input;
endmodule
$ cat /design/flow/constraint.sdc
current_design DSP

set clk_period 13.8
set clk_io_pct 0.2

create_clock -name clk0 -period $clk_period [get_ports {CLK}]

set non_clock_inputs [all_inputs -no_clocks]
set_input_delay [expr $clk_period * $clk_io_pct] -clock clk0 $non_clock_inputs
set_output_delay [expr $clk_period * $clk_io_pct] -clock clk0 [all_outputs]
$ cat /design/flow/run.sh
#!/bin/bash
# OpenROAD 26Q1-2900-gdf79404cd8, Yosys 0.63+post, stock flow scripts
make -C /OpenROAD-flow-scripts/flow DESIGN_CONFIG=/design/flow/config.mk WORK_HOME=/design/flow/orfs finish
$ cat /design/flow/config.mk
export PLATFORM = sky130hd
export DESIGN_NAME = DSP
export DESIGN_NICKNAME = DSP
export VERILOG_FILES = /design/flow/design.v
export SDC_FILE = /design/flow/constraint.sdc
export NUM_CORES = 4
export LEC_CHECK = 1
export CORE_UTILIZATION = 40
==> impl_metrics.yaml <==
# generated from flow reports
outcome:
  status: "complete, no violations"
setup_path:
  crit_family: "adder cells"
  end_kind: "flop"
  cpMostUsedCell: "fa_1"
  critPathMaxStageDelay_ps: 620
  path_class: "flop to flop"
  cp_max_fo: 11
  worstPathCellList: "buf_4 > and2_1 > fa_1 > fa_1 > ha_1 > fa_1 > fa_1 > inv_1 > fa_1 > inv_1 > ha_1 > o21ai_0 > a21boi_0 > o21ai_0 > nor3b_1 > o211ai_1 > a31oi_1 > a21boi_0 > o21ai_0 > xor2_1 > mux2i_1 > nor2_1"
  slowest_stage: "dfxtp_1"
  required_ps: 14250
  cp_num_buf_inv: 3
  cp.arrival_ps: 7670
  cp-start-kind: "flop"
timing:
  finalHoldViolations: 0
  drv_slew: 0
  finalClockPeriodUsage_pct: 52.3
  final.setup.tns_ps: 0
  slew_headroom_pct: 44.7
  worst_slew_pin_slew_ps: 828
  period_minus_slack_ps: 7220
  setup_viol: 0
  hold_ws_ps: 491
  timing.fmax_mhz: 139
  rsz0062_at_grt: "false"
  clock-skew-final_ps: 16.4
clock_network:
  path_clk_slew_ps: 80
  cts.hold.buffers_added: 0
  worstSkewPairLatency_ps: 510
  root_buffer: "clkbuf_16"
  cts.path.max_buffers: 2
  cts_max_level: 4
  postCtsSetupBuffers: 0
  cts_sinks: 196
  cts_resized: 0
  cts_buffers: 17
  cts_tree: "built"
floorplan:
  die-area_mm2: 0.0693
  num_io_pins: 346
  rows: 95
  initial_core_util_pct: 40.5
  die_h_um: 263
  core_area_mm2: 0.0674
  die_w_um: 263
placed_design:
  hpwl_um: 69000
  port_buffers: 326
  place.gp.congestion: 0.981
routing:
  wl_per_cell_um: 20.3
  detail-route-antenna-nets: 0
  vias: 22821
  first_pass_iters: 5
  drc: 0
  via_per_inst: 5.28
  wl_um: 87700
  drt-initial-drc-count: 1307
flow_run:
  openroad.warnings: 90
  maxCapViolCount: 0
synth:
  yosys_warnings: 7
  synthArstFlopShare_pct: 0
  yosysChipArea_mm2: 0.0273
  netlist_area_mm2: 0.0273
  synth_top_flop_cell: "dfxtp_1"
  synth_seq_share_pct: 14.4
  avgSynthCellArea_um2: 8.37
  edf_count: 0
  synth_cell_type_count: 83
  syn_inst: 3262
  yosys-stat-cells: 3262
  ys.flops: 196
power_and_ir_drop:
  p_leak_nw: 14.7
  power.total_w: 0.00256
  vdd_ir_drop_max_mv: 0.0887
  power_density_mw_per_mm2: 80.7
cells_and_area:
  drive_gt1_share_pct: 6.38
  syn_to_final_growth_pct: 16.1
global_route:
  grt_pass1_vias: 22925
  overflow: 0
  track_usage_pct: 26.5
  grt_antenna_before_repair: 3
  grt_pass1_wl_um: 136000
  grt_max_degree: 67
worst_hold_path:
  hold_class: "flop to flop"
-- worst paths after layout --
| path | startpoint | endpoint | slack [ps] | cells after the start |
|---|---|---|---|---|
| worst min register to register | B1_reg.Temp[6] | B1_reg.Temp[6] | 490 | 2 |
| worst max register to register | B1_reg.Temp[2] | M_reg.Temp[34] | 6580 | 22 |
| worst max-delay path | B1_reg.Temp[2] | M_reg.Temp[34] | 6580 | 22 |
| worst min-delay path | B1_reg.Temp[6] | B1_reg.Temp[6] | 490 | 2 |
-- sequential cells by signal (all words and copies together), names as in the netlist --
| register | count |
|---|---|
| CYI_reg.Temp | 1 |
| CYO_reg.Temp | 1 |
| OP_reg.Temp | 8 |
| D0_reg.Temp | 18 |
| A1_reg.Temp | 18 |
| B1_reg.Temp | 18 |
| P_reg.Temp | 48 |
| C0_reg.Temp | 48 |
| M_reg.Temp | 36 |
-- routing by layer --
| layer | track usage, % | wire (µm) | up-vias |
|---|---|---|---|
| met4 | 6.10 | 2520 | 2 |
| li1 | - | - | 11127 |
| met2 | 44.0 | 42600 | 623 |
| met3 | 5.85 | 5400 | 105 |
| met5 | 0 | 16 | - |
| met1 | 36.1 | 37100 | 10964 |
-- layout make-up --
class	count	area, µm²
diodes	1	2.50
clock buffers	17	425
clock inverters	15	204
fillers	6496	35700
inverters	421	1580
multi-input cells	2415	20800
flip-flops and latches	196	3930
well taps	873	1090
repair buffers	386	3690
-- cells in the final DEF (no fill, tap or decap), types with 58 or more instances in the layout --
cell,Yosys,layout
nand2_1,293,293
a211oi_1,58,58
mux2i_1,159,159
clkdlybuf4s50_1,0,321
dfxtp_1,196,191
nor2_1,273,273
a21oi_1,161,161
buf_4,49,61
fa_1,261,261
xor2_1,59,59
ha_1,267,267
xnor2_1,82,82
a22o_1,82,82
o21ai_0,89,89
and2_1,136,136
a21o_1,70,70
mux2_2,85,85
inv_1,420,420
-- through the flow --
stage	area, µm²	util (%)	std cells	setup WS, ps
6_report	31700	47.0	4324	6580
5_1_grt	31700	47.0	4324	6140
4_1_cts	31700	47.0	4323	6590
3_5_place_dp	31100	46.1	4291	6170
3_3_place_gp	31100	46.1	4291	6200
2_1_floorplan	27300	-	3262	7410
-- worst min-delay path, stage by stage (launching register included) --
cell,delay (ps)
dfxtp_1,310
nor2_1,80
a211oi_1,50
-- Yosys cell counts, types with 7 or more instances --
master	n	share of area [%]
nor3_1	27	0.49
a311oi_1	9	0.29
a31oi_1	15	0.34
nand2_1	293	4.0
xor2_1	59	1.9
buf_1	28	0.38
nand3_1	18	0.33
a21o_1	70	1.9
a21oi_1	161	3.0
a21boi_0	7	0.19
and3_1	15	0.34
nor4_1	7	0.16
mux2_2	85	3.5
nor2b_1	39	0.89
a22o_1	82	2.6
xnor2_1	82	2.6
ha_1	267	12
a211oi_1	58	1.6
nor2_1	273	3.8
o22ai_1	9	0.21
o21ai_0	89	1.6
nand2b_1	22	0.50
mux2i_1	159	5.8
o21bai_1	20	0.55
fa_1	261	19
o211ai_1	12	0.33
buf_4	49	1.3
or3_1	7	0.16
and2_1	136	3.1
o21ai_1	9	0.16
nand4_1	19	0.44
inv_1	420	5.8
dfxtp_1	196	14
o21a_1	16	0.44
clkbuf_1	151	2.1
-- logic make-up after synthesis --
logic type	Yosys count	share of synthesized area (%)
and+or+nand+nor	879	14.9
buffers and inverters	651	9.63
AOI/OAI and AO/OA	622	15.8
adders and majority gates	528	31.4
muxes	245	9.38
DFF	196	14.4
xor gates and xnor gates	141	4.52
-- power by group --
group	switching, W	internal [W]
registers	0.0000686	0.000615
logic	0.000731	0.000591
clock network	0.000287	0.000263
No activity file was given, so power comes from the tool's default toggle rates.
